$ cat ./design.v
`timescale 1ns / 1ps
module uart_transmitter(
    input wire clk,                
    input wire start,              
    input wire [7:0] data_in,      
    output reg tx,                 
    output reg tx_busy,            
    output reg tx_done,            
    output reg led                 
);
parameter BAUD_RATE = 9600;
parameter CLK_FREQ = 100_000_000;
parameter CLKS_PER_BIT = CLK_FREQ / BAUD_RATE;
reg [13:0] clk_count = 0;  
reg [3:0] bit_index = 0;   
reg [10:0] uart_frame = 11'b11111111111;   
reg sending = 0;   
reg [23:0] led_counter = 0; 
wire parity_bit;
assign parity_bit = ^data_in;       
always @(posedge clk)
begin
    if (!sending && start)
    begin
        uart_frame <= {1'b1, parity_bit, data_in, 1'b0};   
        clk_count <= 0;
        bit_index <= 0;
        sending <= 1;
        tx_busy <= 1;
        tx_done <= 0;
    end
    else if (sending)     
    begin
        if (clk_count == CLKS_PER_BIT - 1)
        begin
            clk_count <= 0;
            tx <= uart_frame[bit_index];
            bit_index <= bit_index + 1;   
            if (bit_index == 10)     
            begin
                sending <= 0;
                tx_busy <= 0;
                tx_done <= 1;
                led_counter <= 24'd5_000_000;   
            end
        end
        else 
        begin
            clk_count <= clk_count + 1;
        end
    end
    else            
    begin
        tx <= 1;          
        tx_done <= 0;     
    end
    if (led_counter > 0)        
    begin
        led <= 1;
        led_counter <= led_counter - 1;
    end
    else 
    begin
        led <= 0;
    end
end
endmodule
$ cat ./run.sh
#!/bin/bash
# OpenROAD 26Q1-2900-gdf79404cd8, Yosys 0.63+post, stock flow scripts
make -C /OpenROAD-flow-scripts/flow DESIGN_CONFIG=/design/flow/config.mk WORK_HOME=/design/flow/orfs finish
$ cat ./config.mk
export PLATFORM = sky130hd
export DESIGN_NAME = uart_transmitter
export DESIGN_NICKNAME = uart_transmitter
export VERILOG_FILES = /design/flow/design.v
export SDC_FILE = /design/flow/constraint.sdc
export NUM_CORES = 4
export LEC_CHECK = 1
export CORE_UTILIZATION = 50
$ cat ./constraint.sdc
current_design uart_transmitter

set clk_period 11.3
set clk_io_pct 0.2

create_clock -name clk0 -period $clk_period [get_ports {clk}]

set non_clock_inputs [all_inputs -no_clocks]
set_input_delay [expr $clk_period * $clk_io_pct] -clock clk0 $non_clock_inputs
set_output_delay [expr $clk_period * $clk_io_pct] -clock clk0 [all_outputs]
==> results.txt <==
yosys + openroad results -> clock-pin slew on the worst setup and hold paths=60 ps, GRT Max-Usage Layer=met1, final max-slew violation count=0, cell row count=26, GR Layer Usage met3=0.0278, grt ovf=0, CTS tree=built, Worst setup SP type=input port, largest net degree at the start of global routing=25, initial antenna violation count=0, Slew headroom=0.495, yosys stat chip area=2790 um^2, VDD IR max=0.000110 V, Vias=1,804, hold buffer count at cts=0, CP bufs+invs=2, # setup viols final=0, top cells, area=edfxtp_1 38%, dfxtp_1 16%, xnor2_1 6.3%, # DRC=0, Mapped Area=2790 um^2, Post-DP HPWL=3070 um, slowest CP cell=clkdlybuf4s50_1, clk latency late pin=320 ps, Top Layout Cells=38 x nor2_1, 35 x edfxtp_1, 24 x nand2_1, Die W=76.7 um, Max Cap Viol=0, reg-to-reg startpoint=led_counter[5]$_SDFFCE_PN0P_, crit end category=flip-flop, vias in the first global route=1,773, hold path start=tx_done$_SDFFE_PP0P_, IO Count=14, Core Util, Final=0.603, post-cts sizing count=0, Post-synth EDFFs=35, delay-heaviest family, CP=buffers and inverters, Hold Path Class=reg -> reg, post-CTS setup buffer count=0, Final Wtd Congestion=0.796, area growth from synthesis to layout=13.1%, PortBufs=13, Routed WL=4490 um, fillers=435, Vias/cell=5.13, Fin Setup TNS=0 ps, Top-area cell share=0.376, Core Region=5240 um^2, met1 usage in global routing=0.307, dominant logic cell type in the layout=nor2_1, share of layout cells above drive strength 1=0.110, Max stage delay on crit path=480 ps, Leak=1.18 nW, wire length per cell=12.8 um, Seq share, synth=0.534, RSZ-0062 raised after global routing=false, CTS max path bufs=2, Overall Global Routing Usage=0.180, CTS root buffer=clkbuf_8, first-pass GRT wire length=8110 um, main flop type=edfxtp_1, die area=5890 um^2, largest area contributor in the netlist=edfxtp_1, Diodes inserted=0, Worst R2R Path Depth=5, First-pass DRT Iterations=4, tool warnings=27, WP data required=11,490 ps, Final Skew=5.55 ps, Period minus WS final=3410 ps, worst endpoint data arrival time=3600 ps, GR Util met2=0.263, Synth cell types=47, reg2reg setup slack=8870 ps, Power Density=146 nW/um^2, Die H=76.7 um, Worst Setup Path Type=in -> reg, hold path depth=2, worst reg2reg endpoint=led_counter[17]$_SDFFCE_PN0P_, Slew @ Worst Pin=755 ps, Syn Inst Count=255, Syn. warnings=1, clock sinks=57, Flops after synth=57, htree depth=3, worst-path maximum fanout=16, ys cells=255, Final Hold Fails=0, outcome=complete, no violations, f_max=293 MHz, post-route ant nets=0, WHS Endpoint=tx_done$_SDFFE_PP0P_, floorplan core density=0.533, CTS Buf Count=9, Final period util=0.302, Syn Area/Cell=11.0 um^2, CP Cell Sequence=clkdlybuf4s50_1 > nor2b_1 > buf_4 > or2_1 > o21ai_0, initial drt markers=46, asr flop ratio synth=0
-- synthesized netlist by cell type, types with 2 or more instances --
cell	number
xor2_1	15
edfxtp_1	35
mux2_2	2
nand2_1	24
nand2b_1	3
and4_1	2
dfxtp_1	22
and3_1	4
mux4_2	2
nor3_1	8
o21ai_0	6
nor3_2	2
nand4b_1	2
nand4_1	6
nor2_1	38
nand3b_1	2
nor3_4	2
nor2b_1	3
buf_2	2
o31ai_1	2
a21oi_1	4
ha_1	5
nand3_1	9
or4_4	2
inv_1	5
clkbuf_1	2
nor4_1	4
and4b_1	3
xnor2_1	20
o21a_1	2
-- tightest hold or removal path, cell delays in order, from the launching register on --
cell and delay (ps):
dfxtp_1 320, nand2_1 60, nand2_1 40
-- final cells by class --
cell class	count	area, um^2	area share
Clock buffer	11	131	0.0416
Clock inverter	5	22.5	0.00713
Inverter	6	22.5	0.00713
Tap cell	70	87.6	0.0277
Timing Repair Buffer	16	153	0.0483
Sequential cell	57	1490	0.472
Multi-Input combinational cell	187	1250	0.396
-- stage by stage --
step           area [um^2]  instances  total power [W]  hold slack (ps)  setup WS, ps
6_report              3160        352         0.000460              463          7890
3_3_place_gp          3000        336         0.000315              464          7550
3_5_place_dp          3000        336         0.000315              462          7520
2_1_floorplan         2790        255         0.000301              404          7940
4_1_cts               3160        352         0.000467              471          7870
5_1_grt               3160        352         0.000489              496          7760
-- routing by layer --
metal	vias to the layer above	part of all wire	wire, um
li1	957	-	-
met1	817	0.52	2330
met2	23	0.44	1960
met3	7	0.026	117
met4	0	0.018	80
met5	-	0	0
-- registers in the layout, indices dropped and copies added, names as in the netlist --
name / count
led_counter: 24
clk_count: 14
uart_frame: 10
bit_index: 4
led: 1
sending: 1
tx: 1
tx_busy: 1
tx_done: 1
-- report_power, final --
group / internal (W) / total, W / switching, W
clock network: 0.0000768 / 0.000150 / 0.0000728
registers: 0.000239 / 0.000262 / 0.0000226
logic: 0.0000293 / 0.0000490 / 0.0000197
-- how the worst max path moves through the flow --
stage / startpoint / to / slack, ps / depth (start not counted)
6_report: start / bit_index[0]$_SDFFE_PP0P_ / 7890 / 5
5_1_grt: start / clk_count[4]$_SDFFE_PP0P_ / 7760 / 5
4_1_cts: start / bit_index[0]$_SDFFE_PP0P_ / 7870 / 5
-- kinds of logic after synthesis --
kind of cell,after synthesis,share of synthesized area
flip-flops,57,0.534
buffers and inverters,11,0.0184
other,1,0.00134
AND/OR/NAND/NOR,123,0.246
XOR/XNOR,35,0.110
AND-OR/OR-AND,18,0.0399
adder cells (fa/ha/maj),5,0.0224
multiplexers,5,0.0278
No activity file was given, so power comes from the tool's default toggle rates.
