==> design/flow/config.mk <==
export PLATFORM = sky130hd
export DESIGN_NAME = uart_receiver
export DESIGN_NICKNAME = uart_receiver
export VERILOG_FILES = /design/flow/design.v
export SDC_FILE = /design/flow/constraint.sdc
export NUM_CORES = 4
export LEC_CHECK = 1
export CORE_UTILIZATION = 50
==> design/flow/constraint.sdc <==
current_design uart_receiver

set clk_period 7.0
set clk_io_pct 0.2

create_clock -name clk0 -period $clk_period [get_ports {clk}]

set non_clock_inputs [all_inputs -no_clocks]
set_input_delay [expr $clk_period * $clk_io_pct] -clock clk0 $non_clock_inputs
set_output_delay [expr $clk_period * $clk_io_pct] -clock clk0 [all_outputs]
==> design/flow/design.v <==
`timescale 1ns / 1ps
module uart_receiver(
    input wire clk,                
    input wire rx,                 
    output reg [7:0] data_out,     
    output reg rx_done,            
    output reg parity_error,       
    output reg led                 
);
parameter BAUD_RATE = 9600;
parameter CLK_FREQ = 100_000_000;
parameter CLKS_PER_BIT = CLK_FREQ / BAUD_RATE;
reg [13:0] clk_count = 0;  
reg [3:0] bit_index = 0;   
reg [7:0] rx_data = 0;     
reg parity_bit = 0;        
reg [1:0] state = 0;       
reg [23:0] led_counter = 0;  
localparam IDLE    = 2'b00;   
localparam START   = 2'b01;   
localparam RECEIVE = 2'b10;   
localparam PARITY  = 2'b11;   
localparam STOP    = 2'b00;   
always @(posedge clk) begin
    if (state == IDLE) begin   
        rx_done <= 0;
        parity_error <= 0;
        clk_count <= 0;
        bit_index <= 0;
        if (rx == 0) begin
            state <= START;  
        end
    end
    else if (state == START) begin   
        if (clk_count == (CLKS_PER_BIT / 2)) begin  
            clk_count <= 0;    
            state <= RECEIVE;     
        end 
        else begin
            clk_count <= clk_count + 1;  
        end 
    end
    else if (state == RECEIVE) begin
        if (clk_count == CLKS_PER_BIT - 1) begin   
            clk_count <= 0;  
            rx_data[bit_index] <= rx;  
            if (bit_index == 7) begin
                bit_index <= 0;
                state <= PARITY;  
            end else begin
                bit_index <= bit_index + 1;
            end
        end else begin
            clk_count <= clk_count + 1;
        end
    end
    else if (state == PARITY) begin
        if (clk_count == CLKS_PER_BIT - 1) begin
            clk_count <= 0;   
            parity_bit <= rx;
            if (rx != (^rx_data)) begin
                parity_error <= 1;  
            end
            state <= STOP;
        end else begin
            clk_count <= clk_count + 1;
        end
    end
    else if (state == STOP) begin
        if (clk_count == CLKS_PER_BIT - 1) begin
            clk_count <= 0;
            rx_done <= 1;
            data_out <= rx_data;
            if (!parity_error) begin
                led_counter <= 24'd5_000_000;  
            end
            state <= IDLE;   
        end else begin
            clk_count <= clk_count + 1;
        end
    end
    if (led_counter > 0) begin
        led <= 1;
        led_counter <= led_counter - 1;
    end else begin
        led <= 0;
    end
end
endmodule
==> design/flow/run.sh <==
#!/bin/bash
# OpenROAD 26Q1-2900-gdf79404cd8, Yosys 0.63+post, stock flow scripts
make -C /OpenROAD-flow-scripts/flow DESIGN_CONFIG=/design/flow/config.mk WORK_HOME=/design/flow/orfs finish
==> run_results.csv <==
group,metric,value,unit
logic_synthesis,ys_sh_simple,22.1,%
worst_setup_path,startpoint_type,"flop",
logic_synthesis,synth.avg_cell_area,10.9,um2
sta,slew_headroom,49.1,%
logic_synthesis,yosys_cells,280,
die,coreArea,0.00589,mm2
pwr,ir_drop,209,uV
placement,port_buffers,3,
global_routing,gr-total-overflow,0,
logic_synthesis,async_reset_ff_share,0,%
clock_tree,clock_latency,310,ps
drt,wl,5.08,mm
clock_tree,cts.sinks,54,
worst_setup_path,criticalPathCategory,"flop to flop",
job,warnings,35,
sta,report.final.hold_viol_count,0,
clock_tree,cts_setup_buffers,0,
drt,drc,0,
placement,place_area,0.00312,mm2
sta,setup_viol,0,
drt,wl_per_cell,14.0,um
drt,first_iter_violations,95,
drt,detail_route.first_pass.iterations,4,
die,initCoreUtil,51.7,%
pwr,p_per_area,223,mW/mm2
die,chipArea,0.00640,mm2
worst_setup_path,crit_family,"simple AND/OR/NAND/NOR gates",
die,chipWidth,80.0,um
drt,vias,1947,
sta,fmaxAchievable,325,MHz
global_routing,antenna_found_initial,0,
sta,slew_violations,0,
placement,post-place-cells,354,
final_layout,fin_cells,362,
logic_synthesis,fa_ha_area_share,5.76,%
logic_synthesis,synth-area-yosys,0.00304,mm2
worst_setup_path,cp.arrival,3140,ps
min_path,worstHoldPathType,"flop to flop",
worst_setup_path,crit_required,7060,ps
run_status,outcome,"completed",
global_routing,grt_max_degree,17,
sta,worst_slew_pin_slew,760,ps
worst_setup_path,crit_path_max_fanout,15,
job,maxCapViolations,0,
clock_tree,numCtsBuffers,5,
logic_synthesis,logic_family,"simple AND/OR/NAND/NOR gates",
sta,skew,8.57,ps
sta,tns,0,ps
worst_setup_path,cp_cell_sequence,"or4_4 -> nand4bb_1 -> nor2_1 -> nand4b_1 -> buf_4",
placement,place_congestion,0.844,
logic_synthesis,ys_sh_aoi,7.33,%
die,io_pins,13,
placement,detailed_place_hpwl,3.56,mm
logic_synthesis,ys.flops,54,
logic_synthesis,yosysWarnings,1,
final_layout,area_delta_synth_final,6.21,%
worst_setup_path,cp-end-kind,"flop",
global_routing,grt_usage,18.2,%
clock_tree,postCtsHoldBufs,0,
logic_synthesis,syn_area,0.00304,mm2
global_routing,grt_pass1_wl,8.67,mm
final_layout,drive_gt1_share,9.76,%
clock_tree,cts_tree,"yes",
drt,antenna_left,0,
final_layout,finalInstanceArea,0.00323,mm2
clock_tree,cts_buffer_depth,2,
die,num_rows,28,
logic_synthesis,edf_count,34,
sta,layout_min_cycle_time,3080,ps
worst_setup_path,slowest_delay,620,ps
drt,viasPerCell,5.38,
clock_tree,htreeDepth,2,
logic_synthesis,synth_cells,280,
worst_setup_path,path_buffers,1,
logic_synthesis,postSynthSeqShare,46.7,%
sta,period_used_share,44.0,%
die,die_y,80.0,um
drt,antenna_cells,0,
logic_synthesis,ys_sh_xor,11.3,%
clock_tree,cts_resized,0,
pwr,power_leakage,1.31,nW
clock_tree,root_buffer,"clkbuf_8",
logic_synthesis,synth.area.mux_share,1.73,%
sta,rsz0062_at_grt,"false",
global_routing,first_global_vias,1865,
logic_synthesis,synth_cell_types,55,
clock_tree,path_clk_slew,90,ps
worst_setup_path,cpMaxStageDelayCell,"nand4b_1",
logic_synthesis,ys.flop_type,"edfxtp_1",
worst paths after layout:
check / startpoint / to / slack, ps / cells after the start
worst max register to register: led_counter[9] / led_counter[8] / 3920 / 5
worst max-delay path: led_counter[9] / led_counter[8] / 3920 / 5
worst min-delay path: clk_count[12] / clk_count[12] / 520 / 2
worst min register to register: clk_count[12] / clk_count[12] / 520 / 2
through the flow:
stage	util [%]	hold slack [ps]	total power [mW]	setup WS, ps
finish	54.9	520	0.720	3920
global route	54.9	547	0.764	3690
CTS	54.9	521	0.731	3900
detailed placement	53.0	502	0.522	3900
global placement	53.0	501	0.521	3960
floorplan	-	417	0.486	4230
metal layers:
metal	vias up	global-route usage (%)	wire length (um)
li1	1010	-	-
met1	919	31.6	2700
met2	13	26.8	2220
met3	5	3.02	100
met4	0	1.43	51
met5	-	0	0
sequential cells by signal, indices dropped and copies added (netlist names):
signal,cells
led,1
led_counter,24
clk_count,14
bit_index,4
state,2
rx_data,8
parity_error,1
logic make-up after synthesis:
family          count (synthesis)
buf+inv                        29
xor+xnor                       36
simple gates                  113
mux                             5
other cells                     1
compound gates                 28
flops                          54
fa+ha+maj                      14
cell type report:
class | count | area [um2]
multi-input combinational | 205 | 1500
sequential | 54 | 1420
clock buffer | 6 | 72.6
fill | 498 | 2660
timing repair buffer | 6 | 52.6
inverter | 14 | 52.6
clock inverter | 2 | 37.5
tap | 75 | 93.8
synthesized netlist by cell type (3+ instances only):
library cell / count / area share [%]
or3_1: 5 / 1.0
nor2_1: 28 / 3.5
nand3b_1: 4 / 0.99
inv_1: 14 / 1.7
mux2i_1: 3 / 0.99
xnor2_1: 10 / 2.9
dfxtp_1: 20 / 13
nor3_1: 9 / 1.5
nand4_1: 6 / 1.2
nor2b_1: 4 / 0.82
a22o_1: 4 / 1.2
nor4_2: 3 / 1.2
nand2_1: 18 / 2.2
xor2_1: 24 / 6.9
a21oi_1: 4 / 0.66
edfxtp_1: 34 / 34
nand4b_1: 3 / 0.86
nand3_1: 7 / 1.2
clkbuf_1: 5 / 0.62
nor4_1: 3 / 0.62
o21ai_0: 5 / 0.82
buf_4: 9 / 2.2
ha_1: 14 / 5.8
or4_4: 3 / 1.1
worst reg2reg max path, stage by stage, from the launching register on:
cell and delay (ps):
edfxtp_1 460, or4_4 540, nand4bb_1 530, nor2_1 220, nand4b_1 630, buf_4 450
cell usage in the layout, fill, tap and decap left out, drive strengths merged, types with 2 or more instances in the layout:
cell type	synthesis	routed
edfxtp	34	34
nor2	28	28
xor2	24	24
dfxtp	20	20
nand2	18	18
inv	14	14
ha	14	14
nor3	11	11
xnor2	10	10
conb	1	9
nand3	7	7
nand4	6	6
or3	6	6
clkbuf	5	6
nor4	6	6
o21ai	5	5
nand3b	4	4
a22o	4	4
a21oi	4	4
nor2b	4	4
or4	4	4
nand4b	3	3
mux2i	3	3
clkdlybuf4s50	0	3
buf	10	3
o41ai	3	3
a21boi	2	2
a41o	2	2
mux2	2	2
and4	2	2
and4bb	2	2
a41oi	2	2
and3	2	2
xnor3	2	2
and2	2	2
power by group:
part / total, mW / internal [mW] / switching [mW]
sequential: 0.372 / 0.355 / 0.0178
combinational: 0.140 / 0.0582 / 0.0818
clock: 0.207 / 0.107 / 0.100
total: 0.720 / 0.520 / 0.200
Power figures rest on the tool's default switching activity, not on a simulated workload.
